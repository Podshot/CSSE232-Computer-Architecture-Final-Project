==> design/flow/design.v <==
`timescale 1ns / 1ps
module control_unit(
    input [4:0] OPCODE,
    input flagbit,
	 input [15:0] io_in,
	 input [15:0] pc,
    output reg MemRead,
    output reg MemWrite,
    output reg [1:0] MemSrc,
    output reg RegWrite,
    output reg MaryWrite,
    output reg ShelleyWrite,
    output reg CompWrite,
    output reg RAWrite,
    output reg PCWrite,
    output reg SPWrite,
	 output reg InstWrite, 
    output reg [2:0] MarySrc,
    output reg [1:0] ShelleySrc,
    output reg RASrc,
    output reg [3:0] PCSrc,
    output reg [1:0] SPSrc,
    output reg RegDst,
	 output reg [2:0] MemDst,
    output reg RegData,
    output reg SrcA,
    output reg [1:0] SrcB,
    output reg [3:0] ALUOP,
	 output reg in_kernel,
	 input wire CLK,
	 input wire Reset 
	 );
	 reg [3:0] current_state;
	 reg [3:0] next_state;
	 reg max_state; 
	 reg [31:0] total_inst;
	 reg [31:0] total_cycle;
	 initial begin
		in_kernel = 0;
	 end
	parameter Fetch = 0; 
	parameter Decode = 1; 
	parameter Third = 2;  
	parameter Fourth = 3; 
	parameter Fifth = 4;
	always@ (posedge CLK) begin
		if(Reset)
		begin
			current_state = Fetch; 
			total_inst = 0;
			total_cycle = -1;
		end
		else if (io_in != 16'b0000000000000000 && in_kernel == 0)  
			current_state = Fifth;
		else
			current_state = next_state;
		total_cycle = total_cycle + 1;
		if (current_state == Fetch)
		begin
			total_inst = total_inst + 1;
		end
	end 
	always @ (current_state, OPCODE, flagbit) begin
		MemRead = 0;
		MemWrite = 0; 
		MemSrc = 0; 
		RegWrite = 0; 
		MaryWrite = 0; 
		ShelleyWrite = 0; 
		CompWrite = 0; 
		RAWrite = 0; 
		PCWrite = 0; 
		SPWrite = 0; 
		InstWrite = 0; 
		MarySrc = 0; 
		ShelleySrc = 0;
		RASrc = 0; 
		PCSrc = 0; 
		SPSrc = 0; 
		RegDst = 0; 
		MemDst = 0;
		RegData = 0; 
		SrcA = 0; 
		SrcB = 0; 
		ALUOP = 0; 
		max_state = 0; 
	case(current_state) 
		Fetch:
			if (pc == 255)  
			begin
				PCWrite = 1'b1; 
				PCSrc = 4'b1001;
				MaryWrite = 1'b1;
				MarySrc = 3'b100;
			end
			else
			begin
				PCWrite = 1'b1; 
				PCSrc = 4'b0000;
				MemWrite = 1'b0; 
				MemDst = 3'b000;
				InstWrite = 1'b0; 
			end 
		Decode:
			begin 
				MemRead = 0;
				MemWrite = 0; 
				MemSrc = 0; 
				RegWrite = 0; 
				MaryWrite = 0; 
				ShelleyWrite = 0; 
				CompWrite = 0; 
				RAWrite = 0; 
				PCWrite = 0; 
				SPWrite = 0; 
				InstWrite = 1; 
				MarySrc = 0; 
				ShelleySrc = 0;
				RASrc = 0; 
				PCSrc = 0; 
				SPSrc = 0; 
				RegDst = 0; 
				MemDst = 0;
				RegData = 0; 
				SrcA = 0; 
				SrcB = 0; 
				ALUOP = 0; 
			end 
	endcase 
	if (current_state == Fifth)
	begin
		PCSrc = 4'b1000;
		PCWrite = 1;
		in_kernel = 1;
	end
	if (current_state == 2 || current_state == 3)
	begin
	case (OPCODE)
		5'b00000: begin
		case (flagbit)
			0:  
			begin
				MaryWrite = 1'b1; 
				MarySrc = 3'b011;
			end
			1:  
			begin
				ShelleyWrite = 1'b1; 
				ShelleySrc = 2'b01; 
			end
			endcase
		end
		5'b00001:  
		begin
			MemDst = 3'b100; 
			SPWrite = 1'b1;
			SPSrc = 2'b01;
			MemWrite = 1'b1; 
			MemSrc = 2'b11;
		end
		5'b00010: begin
		case (flagbit)
			0:  
				begin
				case (current_state)
					2: begin
						SrcA = 1'b0;
						SrcB = 2'b01;
						ALUOP = 4'b0010;
						max_state = 1;
					end
					3: begin
						MaryWrite = 1'b1;  
						MarySrc = 3'b001; 
					end
				endcase
				end
			1:  
				begin
				case (current_state)
					2: begin
						SrcA = 1'b0;
						SrcB = 2'b00;
						ALUOP = 4'b0010;
						max_state = 1;
					end
					3: begin
						MaryWrite = 1'b1;  
						MarySrc = 3'b001; 
					end
				endcase
				end
			endcase
		end
		5'b00011: begin
		case (flagbit)
			0:  
			begin
				case (current_state)
					2: begin
						SrcA = 1'b0;
						SrcB = 2'b01;
						ALUOP = 4'b0011;
						max_state = 1; 
						end
					3: begin
						MaryWrite = 1'b1;  
						MarySrc = 3'b001; 
						end
				endcase
			end
			1:  
			begin
				case (current_state)
					2: begin
						SrcA = 1'b0;
						SrcB = 2'b00;
						ALUOP = 4'b0011;
						max_state = 1; 
					end
					3: begin
						MaryWrite = 1'b1;  
						MarySrc = 3'b001; 
					end
				endcase
			end
			endcase
			end
		5'b00100: begin
		case (flagbit)
			0:  
				begin
				case (current_state)
					2: begin
						MemWrite = 1'b0; 
						MemDst = 3'b101; 
						max_state = 1; 
						end
					3: begin
						MaryWrite = 1'b1;
						MarySrc = 3'b000;
						end
				endcase
				end
			1:  
				begin
				case (current_state)
					2: begin
						MemWrite = 1'b0; 
						MemDst = 3'b101; 
						max_state = 1; 
						end
					3: begin
						ShelleyWrite = 1'b1;
						ShelleySrc = 2'b00;
						end
				endcase
				end
			endcase
			end
		5'b00101: begin
		case (flagbit)
			0:  
				begin
				case (current_state)
					2: begin
						MemWrite = 1'b0; 
						MemDst = 3'b110; 
						max_state = 1; 
						end
					3: begin
						SPWrite = 1'b1; 
						SPSrc = 2'b10; 
						MaryWrite = 1'b1; 
						MarySrc = 3'b000; 
						end
				endcase
				end
			1:  
				begin
				case (current_state)
					2: begin
						MemWrite = 1'b0; 
						MemDst = 3'b110; 
						max_state = 1; 
						end
					3: begin
						SPWrite = 1'b1; 
						SPSrc = 2'b10; 
						ShelleyWrite = 1'b1; 
						ShelleySrc = 2'b00; 
						end
				endcase
				end
			endcase
			end
		5'b00110: begin
		case (current_state)  
			2: begin
				MemWrite = 1'b0; 
				MemDst = 3'b110; 
				max_state = 1;
				end
			3: begin
				SPWrite = 1'b1; 
				SPSrc = 2'b10; 
				RAWrite = 1'b1; 
				RASrc = 2'b00; 
				end
			endcase
		end
		5'b00111: begin
		case (flagbit)
			0:  
				begin
				PCWrite = 1'b1;
				PCSrc = 4'b0010; 
				end
			1:  
				begin
				PCWrite = 1'b1;
				PCSrc = 4'b0001; 
				end
			endcase
			end
		5'b01000: begin
		case (flagbit)
			0:  
				begin
				PCWrite = 1'b1;
				PCSrc = 4'b0100;
				end
			1:  
				begin
				PCWrite = 1'b1;
				PCSrc = 4'b0101;
				end
			endcase
		end
		5'b01001: begin
		case (flagbit)
			0:  
				begin
				PCWrite = 1'b1;
				PCSrc = 4'b0110; 
				end
			1:  
				begin
				PCWrite = 1'b1;
				PCSrc = 4'b0111; 
				end
			endcase
		end
		5'b01010:  
			begin
			PCWrite = 1'b1;
			PCSrc = 4'b0011; 
			end
		5'b01011: begin
		case (flagbit)
			0:  
				begin
				RAWrite = 1'b1; 
				RASrc = 1'b1; 
				PCWrite = 1'b1;
				PCSrc = 4'b0010;
				end
			1:  
				begin
				RAWrite = 1'b1; 
				RASrc = 1'b1; 
				PCWrite = 1'b1;
				PCSrc = 4'b0001; 
				end
			endcase
		end
		5'b01100: begin
		case (flagbit)
			0: begin
			case (current_state)  
				2: begin
					SrcA = 1'b0; 
					SrcB = 2'b01; 
					ALUOP = 4'b0110;
					max_state = 1; 
					end
				3: begin
					CompWrite = 1'b1; 
					end
				endcase
			end
			1: begin
			case (current_state)  
				2: begin
					SrcA = 1'b0; 
					SrcB = 2'b00; 
					ALUOP = 4'b0110; 
					max_state = 1;
					end
				3: begin
					CompWrite = 1'b1; 
					end
				endcase
			end
			endcase
		end
		5'b01101: begin
		case (flagbit)
			0: begin
			case (current_state)  
				2: begin
					SrcA = 1'b0;
					SrcB = 2'b01; 
					ALUOP = 4'b0100;
					max_state = 1; 
					end
				3: begin
					CompWrite = 1'b1;
					end
				endcase
			end
			1: begin
			case (current_state)  
				2: begin
					SrcA = 1'b0;
					SrcB = 2'b00; 
					ALUOP = 4'b0100;
					max_state = 1; 
					end
				3: begin
					CompWrite = 1'b1; 
					end
				endcase
			end
			endcase
		end
		5'b01110: begin
		case (flagbit)
			0: begin
			case (current_state)  
				2: begin
					SrcA = 1'b0;
					SrcB = 2'b01; 
					ALUOP = 4'b0101;
					max_state = 1; 
					end
				3: begin
					CompWrite = 1'b1; 
					end
				endcase
			end
			1: begin
			case (current_state)  
				2: begin
					SrcA = 1'b0;
					SrcB = 2'b00; 
					ALUOP = 4'b0101;
					max_state = 1; 
					end
				3: begin
					CompWrite = 1'b1; 
					end
				endcase
			end
			endcase
		end
		5'b01111: begin
		case (flagbit)
			0: begin
			case (current_state)  
				2: begin
					SrcA = 1'b0; 
					SrcB = 2'b01; 
					ALUOP = 4'b0001;
					max_state = 1; 
					end
				3: begin
					MaryWrite = 1'b1; 
					MarySrc = 3'b001; 
					end
				endcase
			end
			1: begin
			case (current_state)  
				2: begin
					SrcA = 1'b0; 
					SrcB = 2'b00; 
					ALUOP = 4'b0001;
					max_state = 1; 
					end
				3: begin
					MaryWrite = 1'b1; 
					MarySrc = 3'b001; 
					end
				endcase
			end
			endcase
		end
		5'b10000: begin
		case (flagbit)
			0: begin
			case (current_state)  
				2: begin
					SrcA = 1'b0; 
					SrcB = 2'b01; 
					ALUOP = 4'b0000;
					max_state = 1; 
					end
				3: begin
					MaryWrite = 1'b1; 
					MarySrc = 3'b001; 
					end
				endcase
			end
			1: begin
			case (current_state)  
				2: begin
					SrcA = 1'b0; 
					SrcB = 2'b00; 
					ALUOP = 4'b0000;
					max_state = 1; 
					end
				3: begin
					MaryWrite = 1'b1; 
					MarySrc = 3'b001; 
					end
				endcase
			end
			endcase
		end
		5'b10001: begin
		case (flagbit)
			0: begin
			case (current_state)  
				2: begin
					SrcA = 1'b0; 
					SrcB = 2'b01;
					ALUOP = 4'b1000;
					max_state = 1; 
					end
				3: begin
					MaryWrite = 1'b1; 
					MarySrc = 3'b001;
					end
				endcase
			end
			1: begin
			case (current_state)  
				2: begin
					SrcA = 1'b0; 
					SrcB = 2'b00;
					ALUOP = 4'b1000;
					max_state = 1; 
					end
				3: begin
					MaryWrite = 1'b1; 
					MarySrc = 3'b001;
					end
				endcase
			end
			endcase
		end
		5'b10010: begin
		case (flagbit)
			0: begin
			case (current_state)  
				2: begin
					SrcA = 1'b0; 
					SrcB = 2'b01; 
					ALUOP = 4'b1001;
					max_state = 1; 
					end
				3: begin
					MaryWrite = 1'b1; 
					MarySrc = 3'b001; 
					end
				endcase
			end
			1: begin
			case (current_state)  
				2: begin
					SrcA = 1'b0; 
					SrcB = 2'b00; 
					ALUOP = 4'b1001;
					max_state = 1; 
					end
				3: begin
					MaryWrite = 1'b1; 
					MarySrc = 3'b001; 
					end
				endcase
			end
			endcase
		end
		5'b10011: begin
		case (flagbit)
			0: begin
			case (current_state)  
				2: begin
					MemWrite = 1'b0;
					MemDst = 3'b001;
					max_state = 1;
					end
				3: begin
					MaryWrite = 1'b1; 
					MarySrc = 3'b000; 
					end
				endcase
			end
			1: begin
			case (current_state)  
				2: begin
					MemWrite = 1'b0;
					MemDst = 3'b011;
					max_state = 1;
					end
				3: begin
					MaryWrite = 1'b1; 
					MarySrc = 3'b000; 
					end
				endcase
			end
			endcase
		end
		5'b10100: begin
		case (flagbit)
			0:  
				begin
				MemWrite = 1'b1;
				MemDst = 3'b001;
				MarySrc = 3'b000;
				end
			1:  
				begin
				MemWrite = 1'b1;
				MemDst = 3'b011;
				MarySrc = 3'b000;
				end
			endcase
		end
		5'b10101: begin
		case (flagbit)
			0:  
				begin
				SPWrite = 1'b1;
				SPSrc = 2'b01; 
				MemWrite = 1'b1; 
				MemDst = 3'b100; 
				MemSrc = 2'b00; 
				end
			1:  
				begin
				SPWrite = 1'b1;
				SPSrc = 2'b01; 
				MemWrite = 1'b1; 
				MemDst = 3'b100; 
				MemSrc = 2'b01; 
				end
			endcase
		end
		5'b10110:  
		begin
			SPWrite = 1'b1;
			SPSrc = 2'b01; 
			MemWrite = 1'b1; 
			MemDst = 3'b100; 
			MemSrc = 2'b10; 
		end
		5'b10111:  
		begin
		MaryWrite = 1'b1;
		MarySrc = 3'b010;
		ShelleyWrite = 1'b1;
		ShelleySrc = 2'b10;
		end
	endcase
	end
	end
	always @ (current_state, next_state, OPCODE) begin
		if(current_state == Fetch) begin
			next_state = Decode; 
		end
		if(current_state == Decode) begin
			next_state = Third; 
		end 
		if(current_state == Third && max_state == 0) begin
			next_state = Fetch; 
		end
		if(current_state == Third && max_state == 1) begin
			next_state = Fourth; 
		end
		if(current_state == Fourth) begin
			next_state = Fetch; 
		end 
		if(current_state == Fifth) begin
			next_state = Fetch;
		end
	end
endmodule
==> design/flow/run.sh <==
#!/bin/bash
# OpenROAD 26Q1-2900-gdf79404cd8, Yosys 0.63+post, stock flow scripts
make -C /OpenROAD-flow-scripts/flow DESIGN_CONFIG=/design/flow/config.mk WORK_HOME=/design/flow/orfs finish
==> design/flow/config.mk <==
export PLATFORM = sky130hd
export DESIGN_NAME = control_unit
export DESIGN_NICKNAME = control_unit
export VERILOG_FILES = /design/flow/design.v
export SDC_FILE = /design/flow/constraint.sdc
export NUM_CORES = 4
export LEC_CHECK = 1
export CORE_AREA = 10 10 85 85
export DIE_AREA = 0 0 95 95
==> design/flow/constraint.sdc <==
current_design control_unit

set clk_period 3.4
set clk_io_pct 0.2

create_clock -name clk0 -period $clk_period [get_ports {CLK}]

set non_clock_inputs [all_inputs -no_clocks]
set_input_delay [expr $clk_period * $clk_io_pct] -clock clk0 $non_clock_inputs
set_output_delay [expr $clk_period * $clk_io_pct] -clock clk0 [all_outputs]
==> results.tsv <==
stage	metric	value	unit
power	Worst VDD drop	0.0737	mV
route	routed vias	1336	
yosys	Synth area leaders	nor2_1 8.7%, clkbuf_8 6.6%, dfxtp_1 5.8%	
sta	final hold slack	1.02	ns
power	P_leak	0.701	nW
route	n_diodes	0	
global_routing	largest net degree at the start of global routing	16	
worst_setup_path	crit path max fanout	4	
hold_path	min-delay src	Reset	
clock_tree	CTS tree	yes	
placement	hpwl dp	3660	um
yosys	cells after synthesis	156	
sta	RSZ-0062 raised after global routing	false	
global_routing	first-pass GRT wire length	6390	um
clock_tree	cts bufs inserted	3	
yosys	Registers, synthesis	6	
sta	highest clock rate	0.304	GHz
sta	Tmin final	3.28	ns
clock_tree	Clock Path Buffers	2	
sta	cycle use final	96.6	%
floorplanning	core area	0.00547	mm^2
sta	setup TNS	0	ns
yosys	ao+oa area frac	23.9	%
clock_tree	clock slew seen by the registers of the worst setup and hold paths	0.03	ns
sta	number of unconstrained endpoints	3	
placement	number of port buffers	70	
clock_tree	H-tree depth	1	
worst_setup_path	CP arrival	2.60	ns
yosys	main logic family after synthesis	simple AND/OR/NAND/NOR gates	
placement	placed inst area	0.00182	mm^2
floorplanning	row count	27	
power	Clock Power Share	38.1	%
route	first-pass detailed-route iteration total	4	
power	net switching power	0.0768	mW
yosys	post-synth top area cell	nor2_1	
layout	fin util	34.5	%
route	Via density	4.35	
run	tool warnings	25	
global_routing	number of global-route vias before repair	1298	
yosys	Area leader share	8.66	%
sta	register pins left without a clock	3	
worst_setup_path	Critical Path RT	2.72	ns
yosys	Adder Area Share	0	%
yosys	EDFF count, synth	0	
route	post-route ant nets	0	
floorplanning	die footprint	0.00903	mm^2
power	Int Power	0.194	mW
global_routing	grt total ovfl	0	
run	total of max-cap violations	0	
worst_setup_path	crit path launch	pc[12]	
power	Switching Share	28.4	%
power	register share of total power	15.0	%
worst_setup_path	Crit Path Category	input pin to output pin	
yosys	Commonest flop	dlxtn_1	
yosys	average instance area after synthesis	6.67	um^2
floorplanning	Die Span Y	95	um
floorplanning	IO Count	77	
sta	final hold violations	0	
route	DR iter-0 viols	113	
yosys	number of distinct library cells after synthesis	52	
yosys	post-synthesis cell area	0.00104	mm^2
sta	max-slew violation count	0	
worst_setup_path	CP endpoint kind	output pin	
power	Pwr Density	143	mW/mm^2
yosys	area fraction in mux cells	0.963	%
yosys	yosys stat area	0.00104	mm^2
sta	final setup fails	0	
worst_setup_path	CP startpoint kind	input pin	
global_routing	initial antenna violation count	0	
layout	layout cell share with drive strength beyond 1	15.3	%
hold_path	Hold Crit Depth	2	
layout	area delta synth->final	81.7	%
yosys	AND/OR/NAND/NOR Cells, Area Fraction	45.6	%
layout	Design Area, Final	0.00189	mm^2
yosys	yosys cell count	156	
floorplanning	fp_density	19.0	%
route	drt total wl	4220	um
route	Residual DRC	0	
yosys	Synth async-reset ratio	0	%
route	wire length per cell	13.7	um
global_routing	GRT Total Usage	8.65	%
power	Gate power share	46.9	%
status	outcome	finished clean	
clock_tree	Post-CTS Setup Bufs	0	
placement	RD Place Congestion	0.853	
clock_tree	Root Driver	clkbuf_8	
floorplanning	die width	95	um
yosys	Ys Warns	1	
hold_path	hold crit path type	input pin to register	
yosys	xor/xnor share	0.842	%
[cell usage after synthesis, types with 4 or more instances]
library cell	n
nor2_1	24
nand2_1	13
buf_4	8
nor3_1	8
nor4_1	7
o21ai_0	7
a21oi_1	6
a31oi_1	5
clkbuf_8	5
inv_1	5
nand3_1	4
nor2b_1	4
[path summary, 6_finish.rpt]
path | end | slack, ns
min | current_state[2]$_SDFF_PP0_ | 1.02
max | PCSrc[0] | 0.12
[per-stage QoR]
| step | setup slack (ns) | std cells | power, mW |
|---|---|---|---|
| 2_1_floorplan | 1.05 | 161 | 0.105 |
| 3_3_place_gp | 0.0585 | 303 | 0.166 |
| 3_5_place_dp | 0.0106 | 303 | 0.166 |
| 4_1_cts | 0.0131 | 307 | 0.275 |
| 5_1_grt | 0.00192 | 307 | 0.291 |
| 6_report | 0.115 | 307 | 0.271 |
[state kept, by name, indices dropped and copies added, names as in the netlist]
signal,cells
current_state,3
next_state,2
in_kernel,1
[cell usage in the layout (no fill, tap or decap), types with 2 or more instances in the layout]
master            n
nor2_1           22
buf_4            18
clkbuf_8          3
or3_1             2
and2b_2           2
or3b_1            3
nor2_2            2
dlxtn_1           3
nand2b_1          2
clkdlybuf4s50_1  70
a31oi_1           5
o21ai_0           7
conb_1            7
o21ai_1           2
nor2b_1           4
nor4_2            2
nand2_1          13
nand3_1           4
and3_1            2
a21oi_1           6
nor3_1            7
nand4_1           2
nor4b_1           2
nor4_1            5
and2_1            3
dfxtp_1           3
o22ai_1           2
inv_1             5
[final cells by class]
cell class | count | area, um^2
inverter | 6 | 22.5
sequential | 6 | 105
tap | 72 | 90.1
fill | 599 | 3580
multi-input combinational | 131 | 791
clock buffer | 4 | 45.0
timing repair buffer | 88 | 836
[worst max-delay path, cell delays in order]
cell             delay (ns)
clkdlybuf4s50_1        0.39
or3_1                  0.37
or4_4                  0.57
o21ai_1                0.11
clkdlybuf4s50_1        0.49
[metal layers]
layer  global-route usage, %  part of all wire [%]  vias up
met5                       0                     0        -
met4                   0.873                  0.50        0
met3                    1.36                   5.4        2
met2                    15.2                    54       40
met1                    11.2                    40      592
li1                        -                     -      702
[logic make-up (layout without fill, tap and decap cells)]
logic type / Yosys count / after routing
latches: 3 / 3
buffers and inverters: 24 / 98
multiplexers: 1 / 1
XOR/XNOR: 1 / 1
other: 2 / 7
AND-OR/OR-AND: 35 / 35
AND/OR/NAND/NOR: 87 / 87
flip-flops: 3 / 3
[power by group through the flow]
stage | Sequential (mW) | Combinational, mW | Clock (mW)
finish | 0.0406 | 0.127 | 0.103
CTS | 0.0405 | 0.126 | 0.108
global route | 0.0409 | 0.140 | 0.110
[timing repair]
action / CTS / global route
resized: 1 / 4
hold endpoints to repair: 0 / 0
cloned: 0 / 0
setup endpoints to repair: 2 / 7
hold buffers: 0 / 0
pin swaps: 0 / 1
Power and IR drop assume default switching activity.
