==> ./design.v <==
`timescale 1ns / 1ps
module register_component_reset256(
   input [15:0] in,
   input clock,
   input write,
   output wire [15:0] out,
	input reset
    );
	reg [15:0] internal;
	always @(posedge clock)
	begin
		if (reset)
		begin
			internal = 16'b0000000100000000;
		end
		else if (write)
		begin
			internal = in;
		end
	end
	assign out = internal;
endmodule
==> ./run.sh <==
#!/bin/bash
# OpenROAD 26Q1-2900-gdf79404cd8, Yosys 0.63+post, stock flow scripts
make -C /OpenROAD-flow-scripts/flow DESIGN_CONFIG=/design/flow/config.mk WORK_HOME=/design/flow/orfs finish
==> ./config.mk <==
export PLATFORM = sky130hd
export DESIGN_NAME = register_component_reset256
export DESIGN_NICKNAME = register_component_reset256
export VERILOG_FILES = /design/flow/design.v
export SDC_FILE = /design/flow/constraint.sdc
export NUM_CORES = 4
export LEC_CHECK = 1
export CORE_AREA = 10 10 70 70
export DIE_AREA = 0 0 80 80
==> ./constraint.sdc <==
current_design register_component_reset256

set clk_period 1.5
set clk_io_pct 0.2

create_clock -name clk0 -period $clk_period [get_ports {clock}]

set non_clock_inputs [all_inputs -no_clocks]
set_input_delay [expr $clk_period * $clk_io_pct] -clock clk0 $non_clock_inputs
set_output_delay [expr $clk_period * $clk_io_pct] -clock clk0 [all_outputs]
==> reports/summary.txt <==
outcome - complete, no violations
total CTS buffers - 3
root buf cell - clkbuf_4
cycle use final - 0.935
Seq/Total Area, Yosys - 0.551
register area - 320 µm²
Post-Syn Instances - 52
Worst Path Max Fanout - 2
CORE AREA - 3420 µm²
worst setup path startpoint - internal[3]$_SDFFE_PP0P_
die width - 80 µm
Detailed Route WL - 1580 µm
top cells by instance count after synthesis - 16 x dfxtp_1, 15 x mux2i_1, 15 x nor2_1
Max Root-Sink Buffers - 2
Cell Type Count - 9
pwr dens - 886 nW/µm²
clock latency on the worst-skew pair - 0.28 ns
H-tree depth - 1
initial DRC count - 17
die footprint - 6400 µm²
Leakage - 0.422 nW
Core Rows - 21
Post-CTS Hold Buffers - 0
via count - 466
ys async rst share - 0
total of max-cap violations - 0
num ports - 35
Tot Pwr - 0.896 mW
setup TNS - 0 ns
Final Hold Fails - 0
total clock sinks - 16
Area growth, synth to finish - 73.8%
hold crit path type - flop to flop
DP HPWL - 1290 µm
min Tclk post-route - 1.40 ns
path depth of the worst reg2reg path - 2
Via density - 3.45
critical path endpoint category - output pin
pin count of the biggest net entering global routing - 18
Post-Syn Area - 582 µm²
Crit path max-delay family - buffers and inverters
crit path buf inv count - 1
reg-to-reg slack, setup - 0.75 ns
max reg flops - 16
total track usage - 0.0493
# Cells Yosys - 52
final setup fails - 0
Worst path slowest cell - clkdlybuf4s50_1
GR Overflow Total - 0
PortBufs - 34
flip-flops with a built-in enable - 0
R2R Path End - internal[8]$_SDFFE_PP1P_
Max VDD drop - 0.222 mV
synthesized area per cell - 11.2 µm²
WP depth - 1
Log Warnings - 25
unrepaired setup endpoints after global routing - no
Area leader share - 0.551
PostCTS Resize Cnt - 0
Top area cell types - dfxtp_1 55%, mux2i_1 26%, nor2_1 9.7%
Post-Route Skew - 0 ns
crit path DAT - 1.10 ns
initial antenna violation count - 0
Top FF cell, synth - dfxtp_1
ys flops - 16
vias in the first global route - 529
crit-path max cell delay - 0.48 ns
first-pass GRT wire length - 2610 µm
Worst Path Required - 1.20 ns
Max-slew headroom - 0.842
filler instances - 361
Clock Pin Slew Worst Setup and Hold Paths - 0.09 ns
Max Clock Freq - 713 MHz
1st-pass router iterations - 2
gpl congestion - 0.651
Critical Path Sink - out[3]
CP cell instances - clkdlybuf4s50_1
r2r startpoint - internal[8]$_SDFFE_PP1P_
Init Core Util - 0.170
Gate Area - 221 µm²
CTS tree - yes
Hold WS - 0.498 ns
layout cells sized above 1 - 0.0787
Antenna Cells - 0
kind of critical path - flop to output pin
WL per Instance - 11.7 µm
Setup crit start kind - flop
Worst Tran Pin Value - 0.236 ns
dominant cell type by area after synthesis - dfxtp_1
DRT antenna net count - 0
YS chip area - 582 µm²
# DRC - 0
max-slew violations - 0
top-count cell post-synth - dfxtp_1
yosys warns - 1
post-CTS setup buffer count - 0
Die Span Y - 80 µm
==> power breakdown <==
part / switching, mW / internal (mW)
combinational: 0.0418 / 0.114
clock: 0.131 / 0.148
sequential: 0.0121 / 0.450
==> area by class of cell <==
type                    count  share of cell area
flip-flops and latches     16               0.317
clock buffers               4              0.0359
multi-input cells          32               0.219
well taps                  46              0.0569
repair buffers             37               0.371
==> stage by stage <==
step                instance area (µm²)  setup slack (ns)  std cells   util
floorplan                           582             0.583         52      -
global placement                    975             0.129        131  0.285
detailed placement                  975             0.116        131  0.285
CTS                                1010            0.0650        135  0.296
global route                       1010            0.0260        135  0.296
finish                             1010            0.0977        135  0.296
==> metal layers <==
metal | routed length [µm] | part of all wire | global-route usage
met4 | 35 | 0.022 | 0.0158
met5 | 0 | 0 | 0
met1 | 635 | 0.40 | 0.0574
met3 | 116 | 0.074 | 0.0159
met2 | 790 | 0.50 | 0.0835
==> cells in the final DEF, fill, tap and decap left out, drive strengths merged <==
| master | n |
|---|---|
| a211o | 1 |
| buf | 3 |
| clkbuf | 4 |
| clkdlybuf4s50 | 34 |
| dfxtp | 16 |
| mux2i | 15 |
| nor2 | 15 |
| nor2b | 1 |
==> worst min-delay path by stage <==
stage	startpoint	to	slack, ns	cells after the start
6_report	internal[11]$_SDFFE_PP0P_	internal[11]$_SDFFE_PP0P_	0.50	2
5_1_grt	internal[13]$_SDFFE_PP0P_	internal[13]$_SDFFE_PP0P_	0.53	2
4_1_cts	internal[11]$_SDFFE_PP0P_	internal[11]$_SDFFE_PP0P_	0.51	2
==> logic make-up (layout without fill, tap and decap cells) <==
kind of cell    after synthesis  after routing  share of synthesized area
flops                        16             16                      0.551
simple gates                 16             16                      0.108
mux                          15             15                      0.258
buf+inv                       4             41                     0.0688
compound gates                1              1                     0.0151
==> worst min-delay path, cell delays in order (launching register included) <==
cell	delay [ns]
dfxtp_1	0.34
mux2i_1	0.06
nor2_1	0.07
Power and IR drop assume default switching activity.
