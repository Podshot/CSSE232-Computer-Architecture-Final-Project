**/design/flow/design.v**
```verilog
`timescale 1ns / 1ps
module RegBlock_backup(
	input [15:0] mary,
	input [15:0] shelley,
	input [15:0] comp,
	input [15:0] ra,
	input clock, 
	input in_kernel,
	output [15:0] comary_out,
	output [15:0] coshelley_out,
	output [15:0] cocomp_out,
	output [15:0] cora_out,
	input reset
	);
register_component comary(
	.in(mary),
	.clock(clock),
	.write(~in_kernel),
	.out(comary_out),
	.reset(reset)
	);
register_component coshelley(
	.in(shelley),
	.clock(clock),
	.write(~in_kernel),
	.out(coshelley_out),
	.reset(reset)
	);
endmodule
`timescale 1ns / 1ps
module left_shift_2(
    input [15:0] in,
    output reg [15:0] out
    );
	always@* begin
		out <= {in[13:0], 2'b00};
	end
endmodule
`timescale 1ns / 1ps
module RegBlock(
	input [15:0] memval,
	input [15:0] aluout,
	input [15:0] immediate,
	input [15:0] pc,
	input mary_write,
	input shelley_write,
	input comp_write,
	input ra_write,
	input [2:0] mary_src,
	input [1:0] shelley_src,
	input ra_src,  
	input clock,
	output [15:0] mary_out,
	output [15:0] shelley_out,
	output [15:0] comp_out,
	output [15:0] ra_out,
	input reset,
	input [15:0] comary,
	input [15:0] coshelley,
	input [15:0] cocomp,
	input [15:0] cora
	);
	reg [15:0] mary_in;
	reg [15:0] shelley_in;
	reg [15:0] ra_in;
	always @ (memval, aluout, shelley_out, immediate, mary_out, pc, mary_src, shelley_src, ra_src)
	begin
		case(mary_src)
			3'b000: mary_in = memval;
			3'b001: mary_in = aluout;
			3'b010: mary_in = shelley_out;
			3'b011: mary_in = immediate;
		endcase
		case(shelley_src)
			2'b00: shelley_in = memval;
			2'b01: shelley_in = immediate;
			2'b10: shelley_in = mary_out;
		endcase
		case(ra_src)
			1'b0: ra_in = memval;
			1'b1: ra_in = pc;
		endcase
	end
register_component mary(
	.in(mary_in),
	.clock(clock),
	.write(mary_write),
	.out(mary_out),
	.reset(reset)
	);
register_component shelley(
	.in(shelley_in),
	.clock(clock),
	.write(shelley_write),
	.out(shelley_out),
	.reset(reset)
	);
register_component comp(
	.in(aluout),
	.clock(clock),
	.write(comp_write),
	.out(comp_out),
	.reset(reset)
	);
register_component ra(
	.in(ra_in),
	.clock(clock),
	.write(ra_write),
	.out(ra_out),
	.reset(reset)
	);
endmodule
`timescale 1ns / 1ps
module RegBlockAndAlu(
	input [15:0] memval,
	input [7:0] immediate,
	input [15:0] sp,
	input [15:0] pc,
	input mary_write,
	input shelley_write,
	input comp_write,
	input ra_write,
	input [2:0] mary_src,
	input [1:0] shelley_src,
	input ra_src,  
	input clock,
	input [0:0] SrcA,
	input [1:0] SrcB,
	input [3:0] AluOp,
	output overflow,
	output [15:0] mary_output,
	output [15:0] shelley_output,
	output [15:0] comp_output,
	output [15:0] ra_output,
	output [15:0] zext_imm_output,
	output [15:0] sext_imm_output,
	output [15:0] sext_ls_imm_output,
	input reset,
	input in_kernel
	);
	wire [15:0] mary_reg_out;
	wire [15:0] shelley_reg_out;
	wire [15:0] comp_reg_out;
	wire [15:0] ra_reg_out;
	reg [15:0] mary_out;
	reg [15:0] shelley_out;
	reg [15:0] comp_out;
	reg [15:0] ra_out;
	wire [15:0] zeroextender_out;
	wire [15:0] signextender_out;
	wire [15:0] leftshifter_out;
	reg [15:0] zext_imm;
	reg [15:0] sext_imm;
	reg [15:0] sext_ls_imm;
	wire [15:0] aluout_wire;
	reg [15:0] aluout_reg;
	wire Overflow;
	always @ *
	begin
		zext_imm = zeroextender_out;
		sext_imm = signextender_out;
		sext_ls_imm = leftshifter_out;
		mary_out = mary_reg_out;
		shelley_out = shelley_reg_out;
		ra_out = ra_reg_out;
		comp_out = comp_reg_out;
	end
	assign ra_output = ra_reg_out;
	assign comp_output = comp_reg_out;
	assign shelley_output = shelley_reg_out;
	assign mary_output = mary_reg_out;
	assign zext_imm_output = zeroextender_out;
	assign sext_imm_output = signextender_out;
	assign sext_ls_imm_output = leftshifter_out;
zeroextender zeroextender(
	.in(immediate),
	.out(zeroextender_out)
	);
sign_extender signextender(
	.in(immediate),
	.out(signextender_out)
	);
left_shift_2 leftshifter(
	.in(sext_imm),
	.out(leftshifter_out)
	);
wire [15:0] comary_out;
wire [15:0] coshelley_out;
wire [15:0] cocomp_out;
wire [15:0] cora_out;
RegBlock RegBlock(
	.memval(memval),
	.aluout(aluout_wire),
	.immediate(sext_imm),
	.pc(pc),
	.mary_write(mary_write),
	.shelley_write(shelley_write),
	.comp_write(comp_write),
	.ra_write(ra_write),
	.mary_src(mary_src),
	.shelley_src(shelley_src),
	.ra_src(ra_src),
	.clock(clock),
	.mary_out(mary_reg_out),
	.shelley_out(shelley_reg_out),
	.comp_out(comp_reg_out),
	.ra_out(ra_reg_out),
	.reset(reset),
	.comary(comary_out),
	.coshelley(coshelley_out),
	.cocomp(cocomp_out),
	.cora(cora_out)
);
RegBlock_backup cop(
	.mary(mary_reg_out),
	.shelley(shelley_reg_out),
	.comp(comp_reg_out),
	.ra(ra_reg_out),
	.clock(clock),
	.in_kernel(in_kernel),
	.comary_out(comary_out),
	.coshelley_out(coshelley_out),
	.cocomp_out(cocomp_out),
	.cora_out(cora_out),
	.reset(reset)
	);
alu alu(
	.mary(mary_out),
	.sp(sp),
	.shelley(shelley_out),
	.zext_imm(zext_imm),
	.sext_imm(sext_imm),
	.sext_ls_imm(sext_ls_imm),
	.SrcA(SrcA),
	.SrcB(SrcB),
	.AluOp(AluOp),
	.clock(clock),
	.out(aluout_wire),
	.Overflow(Overflow),
	.reset(reset)
);
endmodule
`timescale 1ns / 1ps
module sign_extender(
    input [7:0] in,
    output reg [15:0] out
    );
	always@* begin
		if (in[7] == 0) 
			out <= {8'b00000000, in}; 
		if (in[7] == 1)
			out <= {8'b11111111, in};
	end 
endmodule
`timescale 1ns / 1ps
module zeroextender(
    input [7:0] in,
    output reg [15:0] out
    );
	always@* begin
		out <= {8'b00000000, in}; 
	end 
endmodule
`timescale 1ns / 1ps
module alu(
	input [15:0] mary,
	input [15:0] sp,
	input [15:0] shelley,
	input [15:0] zext_imm,
	input [15:0] sext_imm,
	input [15:0] sext_ls_imm,
	input [0:0] SrcA,
	input [1:0] SrcB,
	input [3:0] AluOp,
	input clock,
	output [15:0] out,
	output Overflow,
	input reset
	);
	reg [15:0] A;  
	reg [15:0] B;  
	reg [15:0] AluOut;  
	register_component AluOutReg(
	.in(AluOut),
	.clock(clock),
	.write(1'b1),
	.out(out),
	.reset(reset)
	);
	always @ *
	begin
		case(SrcA)
			1'b0: A = mary;
			1'b1: A = sp;
		endcase
		case(SrcB)
			2'b00: B = shelley;
			2'b01: B = zext_imm;
			2'b10: B = sext_imm;
			2'b11: B = sext_ls_imm;
		endcase
	end
	wire [16:0] add;  
	assign add = A + B;
	assign CarryOut = add[16];
	wire [15:0] sub;  
	assign sub = A - B;
	wire slt;  
	assign slt = (sub[15] == 1'b1) ? 1 : 0;
	wire seq;  
	assign seq = (sub == 0) ? 1 : 0;
	wire sgt;  
	assign sgt = (~slt & ~seq);
	always @ (A, B, add, slt, sub, seq, sgt, AluOp)
	begin
		case(AluOp)
		4'b0000:  
			AluOut = A & B;
		4'b0001:  
			AluOut = A | B;
		4'b0010:  
			AluOut = add[15:0];
		4'b0011:  
			AluOut = sub;
		4'b0100:  
			AluOut = slt;
		4'b0101:  
			AluOut = sgt;
		4'b0110:  
			AluOut = seq;
		4'b0111:  
			AluOut = B;
		4'b1000:  
			AluOut = A << B;
		4'b1001:  
			AluOut = A >> B;
		endcase
	end
endmodule
`timescale 1ns / 1ps
module register_component(
   input [15:0] in,
   input clock,
   input write,
   output wire [15:0] out,
	input reset
    );
	reg [15:0] internal;
	always @(posedge clock)
	begin
		if (reset)
		begin
			internal = 16'b0000000000000000;
		end
		else if (write)
		begin
			internal = in;
		end
	end
	assign out = internal;
endmodule
```
**/design/flow/run.sh**
```bash
#!/bin/bash
# OpenROAD 26Q1-2900-gdf79404cd8, Yosys 0.63+post, stock flow scripts
make -C /OpenROAD-flow-scripts/flow DESIGN_CONFIG=/design/flow/config.mk WORK_HOME=/design/flow/orfs finish
```
**/design/flow/config.mk**
```make
export PLATFORM = sky130hd
export DESIGN_NAME = RegBlockAndAlu
export DESIGN_NICKNAME = RegBlockAndAlu
export VERILOG_FILES = /design/flow/design.v
export SDC_FILE = /design/flow/constraint.sdc
export NUM_CORES = 4
export LEC_CHECK = 1
export CORE_UTILIZATION = 40
```
**/design/flow/constraint.sdc**
```tcl
current_design RegBlockAndAlu

set clk_period 1.0
set clk_io_pct 0.2

create_clock -name clk0 -period $clk_period [get_ports {clock}]

set non_clock_inputs [all_inputs -no_clocks]
set_input_delay [expr $clk_period * $clk_io_pct] -clock clk0 $non_clock_inputs
set_output_delay [expr $clk_period * $clk_io_pct] -clock clk0 [all_outputs]
```
==> results.txt <==
Implementation summary

Counting flops with an async set or reset pin after synthesis yields a share of 0%. The OpenROAD warning count is 61. Post-synthesis, Yosys gives the total cell area as 9133 sq um. The antenna diode count is 0. In the final report, the number of pins over their slew limit comes to 0.

The number of flip-flops and latches in the synthesized netlist is 128. The skew report gives the latency at the later pin of the worst-skew pair as 0.35 ns. Summed over all cells, the static leakage comes to 5.161 nW. Per STA, the worst path is made up of buf_6. The endpoint kind of the worst setup timing path is an output pin. The number of buffer and inverter stages on the critical path is 1. The cell with the biggest individual delay on the critical path is dfxtp_2. Per the log, the first TritonRoute iteration ended with a DRC count of 715.

The minimum period implied by the final worst setup slack is 0.9877 ns. The fill cell instance count of the final layout is 2134. Setup violations remaining at the end of the flow were counted as 0. The floorplan utilization is 41.34%.

The combinational gate area is 5956 sq um. The critical path in this run is classified as flop to output pin. CTS built an H-tree with a depth of 3.

In this run the horizontal extent of the chip is 153.1 um. Per the OpenROAD floorplan log, the height of the die is 153.1 um. The worst hold-check path type is input pin to flop.

The run finished with clean final reports. The most instantiated flip-flop cell in the synthesis netlist is dfxtp_1. The timing report attributes the biggest portion of critical-path delay to flip-flops.

The synthesized netlist cell count is 1169. The final hold violation count is 0. For this run, the slowest stage of the critical path takes 0.33 ns. Summing every instance area after synthesis gives 9133 sq um.

The number of flops mapped to enable cells by yosys is 0. The launch point of the worst register-to-register path is recorded as RegBlock.shelley.internal[5]$_SDFFE_PP0P_. The worst setup path is launched from a flop. The number of vias after detailed routing is 9392. Clock tree synthesis inserted a total of 9 buffers. The site row count is 54. For this run, the number of Yosys warnings is 9.

The core footprint is 22090 sq um. The peak supply drop is 0.8300 mV. The post-synthesis share of cell area spent on and-or and or-and gates is 28.87%.

The via count of the first global-routing pass is 8761. TritonCTS built the clock tree. The global routing report lists combined usage of all routing layers as 29.01%.

Overall power consumption after layout is estimated at 12.86 mW. In the final layout, the share of cells above drive strength 1 is 21.37%. The top cell types in the final layout, fill and taps aside, are nor2_1, a21oi_1, buf_4, clkdlybuf4s50_1, mux2i_1.

The startpoint of the most critical hold path is reset. The clock-pin slew reported for the worst setup and hold paths after clock tree synthesis is 0.07 ns. Power spread over the standard cell area amounts to 1111 nW/um^2. The post-detailed-routing wire length is 33890 um. The data required time reported for the critical path is 0.80 ns. The estimated wirelength of the detail-placed design is 25670 um. The timer found 48 register pins that no clock reaches; their paths are not timed. 48 endpoints have no timing constraint. The deepest clock path buffer count is 2. In the Yosys stats the netlist draws on 70 distinct library cells. The global-route congestion overflow total is 0. The area fraction in and, or, nand and nor cells after synthesis is 15.92%. The first TritonRoute pass finished after 7 iterations. The maximum number of pins on one net before global-route repair is 51. Setup repair after global routing could not meet its margin everywhere. The number of port buffers is 176. The detail route stage leaves a number of antenna-violating nets equal to 0. At the worst endpoint, the arrival time is 0.79 ns.

The total die area is 23440 sq um. The post-synthesis adder-cell area fraction is 7.289%. The mean routed wirelength per cell is 21.13 um. The summed negative setup slack over all endpoints is 0 ns. The area added between synthesis and finish is 26.77%. The origin of the worst setup path is RegBlock.mary.internal[9]$_SDFFE_PP0P_. In the synthesized netlist, mux cells make up 10.84% of the area. After detailed routing, the number of vias per cell comes to 5.855.

The maximum operating frequency is 1012 MHz. The cell at the root of the clock tree is clkbuf_16. The parity-gate share of the synthesized area counting xor and xnor cells is 1.439%.

The number of antenna violations at the first check in global routing is 0. The number of top-level pins is 189. The transition at the pin with the smallest max-transition slack is 0.9362 ns. Max fanout on the critical path was recorded as 2. After layout, the setup clock skew is reported as 0.002971 ns.

The average cell area after synthesis is 7.812 sq um. The number of max-cap violations is 0. The fraction of the cycle the final worst path needs is 98.77%. After detailed routing, the number of remaining DRC violations is 0. The largest non-sequential cell family by area is AND-OR/OR-AND gates. The wire length of the first global-routing pass is 52100 um. Headroom to the max-slew limit came out at 35.80%. The final weighted congestion recorded by global placement is 0.9431. The commonest non-fill, non-tap cell in the layout is nor2_1. Per the Yosys statistics, synthesis produced 1169 cells. The sequential standard cell area is 2402 sq um.
## cell type report
cell class,count,area share [%]
Multi-Input combinational cell,857,51.44
Sequential cell,128,20.75
Timing Repair Buffer,270,20.16
Tap cell,280,3.026
Clock buffer,9,1.945
Inverter,53,1.718
Clock inverter,7,0.9618
## synthesized netlist by cell type (all sizes together), types with 7 or more instances
| cell | number | area share (%) |
|---|---|---|
| a211o | 7 | 0.67 |
| a211oi | 80 | 6.6 |
| a21o | 9 | 0.74 |
| a21oi | 97 | 5.3 |
| a221oi | 9 | 0.86 |
| a22oi | 12 | 0.99 |
| buf | 64 | 4.8 |
| clkbuf | 77 | 3.2 |
| dfxtp | 80 | 18 |
| dlxtn | 48 | 7.9 |
| ha | 50 | 6.9 |
| inv | 52 | 2.1 |
| mux2 | 15 | 1.8 |
| mux2i | 82 | 9.0 |
| nand2 | 38 | 1.6 |
| nand2b | 15 | 1.0 |
| nand3 | 9 | 0.49 |
| nand4 | 7 | 0.48 |
| nor2 | 126 | 5.2 |
| nor2b | 31 | 2.1 |
| nor3 | 47 | 2.6 |
| o211ai | 12 | 0.99 |
| o21ai | 36 | 2.0 |
| o221ai | 19 | 1.9 |
| o22a | 20 | 1.9 |
| o22ai | 13 | 0.89 |
| o32a | 8 | 0.88 |
| or3 | 13 | 0.89 |
| xnor2 | 8 | 0.77 |
| xor2 | 7 | 0.67 |
## worst paths after layout
kind	endpoint	slack, ns	cells past startpoint
min reg2reg	RegBlock.comp.internal[11]$_SDFFE_PP0P_	0.48	2
max	mary_output[9]	0.01	1
min	RegBlock.shelley.internal[13]$_SDFFE_PP0P_	0.31	3
max reg2reg	RegBlock.shelley.internal[5]$_SDFFE_PP0P_	0.14	4
## report_power, final
group	total [mW]	internal, mW	switching, mW
logic	5.39	2.27	3.12
clock network	3.77	2.24	1.53
registers	3.70	3.59	0.118
total	12.9	8.09	4.77
## cells by family after synthesis
group,after synthesis
latches,48
mux,97
compound gates,376
flops,80
fa+ha+maj,52
other cells,1
simple gates,306
xor+xnor,15
buf+inv,194
## sequential cells by signal (all words and copies together), names as in the netlist
name	flops
alu.AluOutReg.internal	16
RegBlock.comp.internal	16
RegBlock.shelley_in	16
RegBlock.shelley.internal	16
alu.AluOut	16
RegBlock.mary_in	16
RegBlock.ra.internal	16
RegBlock.mary.internal	16
## what timing repair did
| item | 4_1_cts | 5_1_grt |
|---|---|---|
| buffers inserted | 10 | 1 |
| endpoints found under the setup margin | 102 | 41 |
| resized | 325 | 14 |
| gates cloned | 2 | 3 |
| hold buffers | 0 | 0 |
## through the flow
stage | cells | util [%] | area (sq um) | setup slack, ns | hold WS (ns)
global route | 1604 | 52.40 | 11580 | -0.01503 | 0.3281
CTS | 1601 | 51.80 | 11440 | -0.004209 | 0.2976
finish | 1604 | 52.40 | 11580 | 0.01233 | 0.3063
floorplan | 1179 | - | 9215 | 0.005855 | 0.3826
detailed placement | 1573 | 50.92 | 11250 | -0.5332 | 0.4805
global placement | 1573 | 50.92 | 11250 | -0.5171 | 0.4728
## metal layers
| layer | up-vias | part of all wire [%] | GRT usage, % |
|---|---|---|---|
| met1 | 4432 | 45 | 43.69 |
| met3 | 48 | 6.9 | 3.235 |
| li1 | 4532 | - | - |
| met2 | 380 | 45 | 45.31 |
| met5 | - | 0 | 0 |
| met4 | 0 | 2.4 | 6.109 |
No activity file was given, so power comes from the tool's default toggle rates.
